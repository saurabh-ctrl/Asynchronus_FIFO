==> design.v <==
module fifo_mem( rdata,wdata,waddr,raddr,wfull,wen,wclk);
	parameter	DATA_WIDTH = 8;
	parameter	ADDR_WIDTH = 3;
	localparam	DEPTH = (1<<(ADDR_WIDTH));
	input	[DATA_WIDTH-1 : 0]	wdata;
	input	[ADDR_WIDTH-1 : 0]	waddr,raddr;
	input				wen,wclk,wfull;
	output	[DATA_WIDTH-1 : 0]	rdata;
	reg	[DATA_WIDTH-1 : 0] mem [0 : DEPTH-1];
	always@(posedge wclk)
	begin
		if(wen && !wfull)
		begin
			mem[waddr]	<= wdata;
		end
	end
	assign rdata = mem[raddr];
endmodule
module fifo_top (rdata,rempty,wfull,wdata,wen,ren,wclk,rclk,wrstn,rrstn);
	parameter DATA_WIDTH = 8;
	parameter ADDR_WIDTH = 3;
	input	[DATA_WIDTH-1 : 0]	wdata;
	input 				wclk,wrstn,wen;
	input				rclk,rrstn,ren;
	output	[DATA_WIDTH-1:0]	rdata;
	output				rempty,wfull;
	wire	[ADDR_WIDTH-1 : 0]	waddr,raddr;
	wire	[ADDR_WIDTH : 0]	wptr,rptr,wq2_rptr,rq2_wptr;
	sync_r2w #(.ADDR_WIDTH(ADDR_WIDTH)) swd1(	.wq2_rptr(wq2_rptr),
							.rptr(rptr),
							.wclk(wclk),
							.wrstn(wrstn)
						);
	sync_w2r #(.ADDR_WIDTH(ADDR_WIDTH)) srd1(	.rq2_wptr(rq2_wptr),
							.wptr(wptr),
							.rclk(rclk),
							.rrstn(rrstn)
						);
	fifo_mem #(.DATA_WIDTH(DATA_WIDTH),.ADDR_WIDTH(ADDR_WIDTH))
					fm1(	.rdata(rdata),
						.wdata(wdata),
						.waddr(waddr),
						.raddr(raddr),
						.wfull(wfull),
						.wen(wen),
						.wclk(wclk)
					   );
	r_empty #(.ADDR_WIDTH(ADDR_WIDTH)) re1	(	.rempty(rempty),
							.raddr(raddr),
							.rptr(rptr),
							.rclk(rclk),
							.rrstn(rrstn),
							.rq2_wptr(rq2_wptr),
							.ren(ren)
						);
	w_full #(.ADDR_WIDTH(ADDR_WIDTH)) wf1	(	.wfull(wfull),
							.waddr(waddr),
							.wptr(wptr),
							.wen(wen),
							.wq2_rptr(wq2_rptr),
							.wclk(wclk),
							.wrstn(wrstn)
						);
endmodule
module r_empty( raddr,rempty,rptr,rq2_wptr,ren,rclk,rrstn);
	parameter ADDR_WIDTH = 3;
	input		[ADDR_WIDTH : 0]	rq2_wptr;
	input 					ren,rclk,rrstn;
	output reg	[ADDR_WIDTH : 0]	rptr;
	output		[ADDR_WIDTH-1 : 0]	raddr;
	output reg				rempty;
	reg 		[ADDR_WIDTH : 0]	rbin;
	wire		[ADDR_WIDTH : 0]	rbinnext;
	wire 					rempty_val;
	always@(posedge rclk or negedge rrstn)
	begin
		if(!rrstn)
		begin
			rbin	<= 0;
			rptr	<= 0;
		end
		else
		begin
			rbin	<= rbinnext;
			rptr	<= rbinnext;
		end
	end
	assign rbinnext = rbin + (ren && ~rempty);
	assign raddr	= rbin [ADDR_WIDTH-1 : 0];
	assign rempty_val	= (rptr == rq2_wptr);
	always@(posedge rclk or negedge rrstn)
	begin
		if(!rrstn)
		begin
			rempty 	<= 1'b1;
		end
		else
		begin
			rempty 	<= rempty_val; 
		end
	end
endmodule
module sync_r2w( wq2_rptr,rptr,wclk,wrstn );
	parameter ADDR_WIDTH = 3;
	input		[ADDR_WIDTH : 0]	rptr;
	input					wclk,wrstn;
	output reg	[ADDR_WIDTH : 0]	wq2_rptr;
	reg		[ADDR_WIDTH : 0]	wq1_rptr;
	always@(posedge wclk or negedge wrstn)
	begin
		if(!wrstn)	
		begin
			wq1_rptr <= 0;
			wq2_rptr <= 0;
		end
		else
		begin
			wq1_rptr <= rptr;
			wq2_rptr <= wq1_rptr;
		end
	end
endmodule
module sync_w2r( rq2_wptr,wptr,rclk,rrstn);
	parameter ADDR_WIDTH = 3;
	input		[ADDR_WIDTH : 0]	wptr;
	input					rclk,rrstn;
	output	reg	[ADDR_WIDTH : 0]	rq2_wptr;
	reg		[ADDR_WIDTH : 0]	rq1_wptr;
	always@(posedge rclk or negedge rrstn)
	begin
		if(!rrstn)
		begin
			rq1_wptr	<= 0;
			rq2_wptr	<= 0;
		end
		else
		begin
			rq1_wptr	<= wptr;
			rq2_wptr	<= rq1_wptr;
		end
	end
endmodule
module w_full( waddr,wptr,wfull,wq2_rptr,wen,wclk,wrstn);
	parameter ADDR_WIDTH = 3;
	input		[ADDR_WIDTH : 0]	wq2_rptr;
	input 					wclk,wen,wrstn;
	output reg 	[ADDR_WIDTH : 0]	wptr;
	output reg				wfull;
	output 		[ADDR_WIDTH-1 : 0]	waddr;
	reg 		[ADDR_WIDTH : 0]	wbin;
	wire 		[ADDR_WIDTH : 0] 	wbinnext;
	wire 					wfull_val;
	always@(posedge wclk or negedge wrstn)
	begin
		if(!wrstn)
		begin
			wbin	<= 0;
			wptr	<= 0;
		end
		else
		begin
			wbin	<= wbinnext;
			wptr	<= wbinnext;
		end
	end
	assign wbinnext 	= wbin + (wen && ~wfull);
	assign waddr		= wbin[ADDR_WIDTH-1 : 0];
	assign wfull_val	= (wptr == {~wq2_rptr[ADDR_WIDTH],wq2_rptr[ADDR_WIDTH-1 : 0]});
	always@(posedge wclk or negedge wrstn)
	begin
		if(!wrstn)
		begin
			wfull	<= 1'b0;
		end
		else
		begin
			wfull	<= wfull_val;
		end
	end
endmodule
==> run.sh <==
#!/bin/bash
# OpenROAD 26Q1-2900-gdf79404cd8, Yosys 0.63+post, stock flow scripts
make -C /OpenROAD-flow-scripts/flow DESIGN_CONFIG=/design/flow/config.mk WORK_HOME=/design/flow/orfs finish
==> config.mk <==
export PLATFORM = sky130hd
export DESIGN_NAME = fifo_top
export DESIGN_NICKNAME = fifo_top
export VERILOG_FILES = /design/flow/design.v
export SDC_FILE = /design/flow/constraint.sdc
export NUM_CORES = 4
export LEC_CHECK = 1
export CORE_UTILIZATION = 40
==> constraint.sdc <==
current_design fifo_top

set clk_period 3.4
set clk_io_pct 0.2

create_clock -name clk0 -period $clk_period [get_ports {rclk}]
create_clock -name clk1 -period $clk_period [get_ports {wclk}]

set non_clock_inputs [all_inputs -no_clocks]
set_input_delay [expr $clk_period * $clk_io_pct] -clock clk0 $non_clock_inputs
set_output_delay [expr $clk_period * $clk_io_pct] -clock clk0 [all_outputs]
==> run_results.csv <==
group,metric,value,unit
finish,areaGrowthSynthToFinish,17.9,%
logic_synthesis,ff_type,"edfxtp_1",
sta,worstMarginPinSlew,0.782,ns
finish,num-fill-cells,640,
routing,drt_iter0_drc,83,
placement,place.gp.congestion,0.789,
grt,antenna_found_initial,0,
logic_synthesis,synth_top_area_share,56.7,%
worst_setup_path,path_class,"flip-flop to primary output",
routing,wl_per_cell,17.5,um
die,row_count,33,
die,fp_util,41.2,%
finish,drive_above_1_share,17.9,%
grt,overflow,0,
grt,grt_pass1_vias,1698,
logic_synthesis,yosys.area_share.simple,2.95,%
pwr,p_int,2.41,mW
placement,post-dp-hpwl,3420,um
logic_synthesis,aoi_share,0,%
logic_synthesis,top_cells_by_count,"64 x edfxtp_1, 25 x dfrtp_1, 16 x mux4_1",
logic_synthesis,fa_ha_area_share,1.48,%
logic_synthesis,yosys-stat-area,3390,um^2
logic_synthesis,ys_cells,155,
worst_setup_path,cp.arrival,2.19,ns
die,ios,24,
routing,drc,0,
worst_setup_path,crit_fanout,19,
grt,grt_pass1_wl,8730,um
logic_synthesis,ys_seq_elements,90,
sta,hold_slack,0.343,ns
sta,hold_viol,0,
grt,grt_max_degree,21,
worst_setup_path,start_kind,"flip-flop",
die,fp.dieH,94.0,um
routing,vias,1543,
clock_network,cts.hold.buffers_added,0,
worst_setup_path,cp.required,2.72,ns
clock_network,cts_tree,"yes",
pwr,switching_power,0.855,mW
run,cap_viol_max_count,0,
grt,grt_use_total,14.9,%
logic_synthesis,yosys-top-cells-area,"edfxtp_1 57%, dfrtp_1 18%, mux4_1 12%",
sta,rsz0062_at_grt,"false",
die,fp.dieW,94.0,um
routing,wl,5360,um
pwr,seqPwrFrac,49.4,%
logic_synthesis,synth_area,3390,um^2
die,placeableCoreArea,8220,um^2
die,chipArea,8840,um^2
sta,relSlewSlack,47.7,%
logic_synthesis,top_cell,"edfxtp_1",
logic_synthesis,synth_area_per_cell,21.9,um^2
pwr,power_density,817,nW/um^2
pwr,ir_worst_vdd,0.000338,V
clock_network,cts_setup_buffers,0,
sta,setup_tns,0,ns
logic_synthesis,top_area_cell,"edfxtp_1",
logic_synthesis,edf_count,64,
logic_synthesis,synth-xor-area-share,3.10,%
pwr,switching_share,26.2,%
status,status,"finished clean",
routing,firstDrtPassIters,4,
placement,place.port_buffers,22,
logic_synthesis,yosysSeqAreaShare,76.0,%
routing,num_antenna_cells,0,
routing,antenna_left,0,
sta,clock_skew,0.00494,ns
run,tool_warnings,26,
logic_synthesis,synth.logic.top_family,"multiplexers",
pwr,p_comb_share,27.0,%
clock_network,cts_resized,0,
pwr,p_leak,1.45,nW
logic_synthesis,ys_warn_count,5,
logic_synthesis,synthCells,155,
routing,via_per_inst,5.04,
clock_network,clkTransAtPathRegs,0.05,ns
worst_setup_path,endpoint_kind,"primary output",
min_path,hold_path_class,"flip-flop to flip-flop",
sta,setup_viol,0,
pwr,clockPowerShare,23.5,%
logic_synthesis,async_flop_share,28.9,%
logic_synthesis,synthDistinctLibCells,21,
logic_synthesis,synthMuxAreaShare,15.1,%
clock_network,cts.sinks,90,
sta,slew_violations,0,
[worst paths after layout]
path | start | to | slack, ns | depth (start not counted)
max | re1.rbin[0] | rdata[4] | 0.53 | 4
min | srd1.rq1_wptr[2] | srd1.rq2_wptr[2] | 0.34 | 0
max reg2reg | wf1.wbin[0] | fm1.mem[2][4] | 1.42 | 2
min reg2reg | srd1.rq1_wptr[2] | srd1.rq2_wptr[2] | 0.34 | 0
max in group clk1 | wen | fm1.mem[2][4] | 1.03 | 3
max in group asynchronous | rrstn | re1.rempty | 2.23 | 1
min in group clk1 | re1.rbin[3] | swd1.wq1_rptr[3] | 0.34 | 0
min in group asynchronous | wrstn | swd1.wq2_rptr[3] | 0.69 | 1
[cell type report]
type	count	area [um^2]	share of cell area (%)
repair buffers	32	295	7.39
multi-input cells	59	766	19.2
flip-flops and latches	90	2570	64.4
well taps	105	131	3.29
clock buffers	15	176	4.42
clock inverters	5	51.3	1.28
[cell usage in the layout, fill, tap and decap left out, drive strengths merged]
cell and instances:
nor2b 2, nor4 2, xor2 9, clkinvlp 1
mux2 8, ha 4, nand2b 2, or3b 1
xnor2 3, dfrtp 25, nand3 2, clkbuf 15
nand3b 1, edfxtp 64, buf 10, mux4 16
nand2 1, bufinv 1, nor2 6, clkdlybuf4s50 22
nor3 2, clkinv 3, dfstp 1
[per-layer routing]
layer	global-route usage (%)	vias to the layer above	part of all wire [%]
li1	-	698	-
met1	21.8	765	41
met2	21.5	65	48
met3	8.40	15	9.5
met4	2.82	0	2.3
met5	0	-	0
[logic make-up after synthesis]
group                      Yosys count
muxes                               24
adders and majority gates            4
and+or+nand+nor                     19
buffers and inverters                6
DFF                                 90
xor gates and xnor gates            12
[registers in the layout (all words and copies together) (netlist names)]
| signal | count |
|---|---|
| srd1.rq1_wptr | 4 |
| swd1.wq1_rptr | 4 |
| fm1.mem | 64 |
| wf1.wfull | 1 |
| swd1.wq2_rptr | 4 |
| re1.rbin | 4 |
| re1.rempty | 1 |
| wf1.wbin | 4 |
| srd1.rq2_wptr | 4 |
[stage by stage]
| stage | utilization (%) | worst slack (ns) | area [um^2] | instances | power, mW |
|---|---|---|---|---|---|
| detailed placement | 45.8 | 0.676 | 3770 | 286 | 2.54 |
| floorplan | - | 1.25 | 3390 | 155 | 2.15 |
| finish | 48.6 | 0.525 | 3990 | 306 | 3.26 |
| global route | 48.6 | 0.418 | 3990 | 306 | 3.48 |
| CTS | 48.6 | 0.503 | 3990 | 306 | 3.31 |
| global placement | 45.8 | 0.737 | 3770 | 286 | 2.51 |
[worst max-delay path, cell delays in order, from the launching register on]
cell and delay [ns]:
dfrtp_1 0.32, buf_4 0.31, mux4_1 0.63, mux2_2 0.29, clkdlybuf4s50_1 0.41
[power by group through the flow]
stage	clock network, mW	registers, mW	logic, mW
CTS	0.785	1.62	0.909
global route	0.843	1.65	0.984
finish	0.768	1.61	0.882
Power and IR drop assume default switching activity.
